==> design/flow/design.v <==
module ALU(out, zero, inA, inB,op);
	input [31:0] inA, inB;
	input [3:0] op;
	output zero;
	output reg [31:0] out;
	assign zero = (out == 0);
	always @(*)
	begin
	case(op)
		0: out <= inA & inB;
		1: out <= inA | inB;
		2: out <= inA + inB;
		6: out <= inA - inB;
		7: out <= (inA < inB)? 1 : 0;
		12: out <= ~(inA | inB);
		default out <= 0 ;
	endcase
	end
endmodule
==> design/flow/run.sh <==
#!/bin/bash
# OpenROAD 26Q1-2900-gdf79404cd8, Yosys 0.63+post, stock flow scripts
make -C /OpenROAD-flow-scripts/flow DESIGN_CONFIG=/design/flow/config.mk WORK_HOME=/design/flow/orfs finish
==> design/flow/config.mk <==
export PLATFORM = sky130hd
export DESIGN_NAME = ALU
export DESIGN_NICKNAME = ALU
export VERILOG_FILES = /design/flow/design.v
export SDC_FILE = /design/flow/constraint.sdc
export NUM_CORES = 4
export LEC_CHECK = 1
export CORE_UTILIZATION = 50
==> design/flow/constraint.sdc <==
current_design ALU

set clk_period 14.6
set clk_io_pct 0.2

create_clock -name clk0 -period $clk_period

set non_clock_inputs [all_inputs -no_clocks]
set_input_delay [expr $clk_period * $clk_io_pct] -clock clk0 $non_clock_inputs
set_output_delay [expr $clk_period * $clk_io_pct] -clock clk0 [all_outputs]
==> flow_summary.ini <==
; physical design summary
[yosys]
ys_area_mm2 = 0.006331
synth.distinct_cells = 96
synth_area_mm2 = 0.006331
avgSynthCellArea_um2 = 6.735
syn_inst = 940
yosysWarnings = 1
ys_seq_share_pct = 0
ys_cells = 940

[routing]
drt-total-wl_mm = 22.95
vias = 7704
route.detailed.drc = 0
drtIter0Drc = 749
diodes = 0
vias_per_cell = 6.624
first_pass_iters = 6
wire_per_inst_um = 19.74
ant_nets = 0

[global_routing]
track_usage_pct = 34.92
grt_pass1_wl_mm = 35.87
grt_pass1_vias = 6855
antenna_found_initial = 0
grt-ovfl-total = 0
grt_start_max_net_pins = 32

[place]
numPortBuffers = 101
gp_congestion = 1.127
place_hpwl_mm = 18.00

[sta]
min_period_over_period_pct = 73.99
slew_viol_final = 0
fin_crit_ns = 10.80
tightest_slew_ns = 0.8321
relSlewSlack_pct = 43.09
setup_viol = 0
max_freq_mhz = 92.57
rsz0062_at_grt = false
hold_viol = 0
setup_tns_ns = 0

[worst_setup_path]
critPathRequiredTime_ns = 11.68
critPathMaxFanout = 16
path_buffers = 3
critPathTopFamily = simple AND/OR/NAND/NOR gates
crit_path_end_kind = output port
crit_chain = clkdlybuf4s50_1 > inv_1 > ha_1 > nor4_4 > o21ai_0 > and2_1 > a211oi_1 > o41a_1 > a31o_2 > o211ai_1 > or4_1 > nor4b_2 > nor4b_2 > clkdlybuf4s50_1
cp-start-kind = primary input
crit_slowest_cell = nor4_4
path_class = primary input to output port
max_stage_delay_ns = 0.60
arrival_ns = 7.88

[final_layout]
area_growth_pct = 16.78
drive_above_1_share_pct = 5.930
ff_count = 0
layout_top_cells = 101 x ha_1, 101 x clkdlybuf4s50_1, 96 x inv_1, 88 x nor2_1, 85 x a21oi_1
seq_area_um2 = 0
n_clock_buffer = 0

[outcome]
outcome = completed

[worst_hold_path]
min_path_type = primary input to output port

[clock_tree]
cts_hold_buf = 0
cts_setup_buffers = 0
cts_resized = 0

[die]
core_area_mm2 = 0.01216
die_h_um = 114.5
std_cell_rows = 40
fp_util_pct = 52.06
chipArea_mm2 = 0.01312
ios = 101
die_w_um = 114.5

[power]
p_leak_nw = 3.232
total_power_uw = 282.3
ir_drop_mv = 0.02422
powerDensity_mw_per_mm2 = 38.19

[job]
warnings = 102
cap_violations = 0
==> area by class of cell <==
type	instances	area [um^2]
inverter	96	360.3
tap	168	210.2
timing repair buffer	111	1086
multi-input combinational	788	5737
fill	1127	4768
==> worst paths after layout <==
path	startpoint	endpoint	slack (ns)	depth (start not counted)
hold / removal	op[1]	out[13]	7.13	4
setup / recovery	inA[14]	zero	3.80	14
==> where the power goes <==
| part | leakage [nW] | internal, mW | switching, mW |
|---|---|---|---|
| Clock | 0 | 0 | 0 |
| Sequential | 0 | 0 | 0 |
| Combinational | 3.23 | 0.118 | 0.164 |
| Total | 3.23 | 0.118 | 0.164 |
==> Yosys cell counts, types with 6 or more instances <==
cell type | count | area share (%)
or3_1 | 6 | 0.59
nor4_1 | 9 | 0.89
or4_1 | 10 | 1.2
nor2_1 | 88 | 5.2
o22ai_1 | 8 | 0.79
a221o_1 | 9 | 1.4
a21oi_1 | 85 | 6.7
inv_1 | 96 | 5.7
nand4_1 | 12 | 1.2
nand2b_1 | 17 | 1.7
buf_2 | 11 | 0.87
nor3_1 | 17 | 1.3
a31oi_1 | 8 | 0.79
a21o_1 | 19 | 2.3
a211o_1 | 7 | 0.97
o2111ai_1 | 6 | 0.83
a211oi_1 | 18 | 2.1
ha_1 | 101 | 20
o31ai_1 | 9 | 1.1
nand4b_1 | 6 | 0.83
buf_4 | 6 | 0.71
nand3_1 | 15 | 1.2
o21ai_0 | 50 | 4.0
and2_1 | 10 | 0.99
a221oi_1 | 18 | 2.5
o21a_1 | 9 | 1.1
clkbuf_1 | 33 | 2.0
xnor2_1 | 6 | 0.83
nor2b_1 | 13 | 1.3
nand2_1 | 62 | 3.7
o21bai_1 | 10 | 1.2
o211ai_1 | 15 | 1.8
nand3b_1 | 6 | 0.71
==> routing by layer <==
| layer | GRT usage, % | wire (um) | up-vias |
|---|---|---|---|
| li1 | - | - | 3629 |
| met1 | 48.24 | 9567 | 3482 |
| met2 | 53.70 | 9808 | 511 |
| met3 | 5.771 | 2465 | 82 |
| met4 | 14.81 | 1110 | 0 |
| met5 | 0 | 0 | - |
==> logic make-up (layout without fill, tap and decap cells) <==
family	Yosys count	after routing	share of synthesized area [%]
XOR/XNOR	8	8	1.107
AND/OR/NAND/NOR	309	309	26.26
adder cells (fa/ha/maj)	103	103	20.59
multiplexers	7	7	1.146
AND-OR/OR-AND	361	361	41.07
buffers and inverters	152	207	9.822
==> worst min-delay path: stages <==
cell             delay, ns
clkdlybuf4s50_1       0.45
buf_4                 0.27
o22ai_1               0.15
clkdlybuf4s50_1       0.42
==> metrics by stage <==
step / utilization, % / worst slack [ns] / instances / hold WS [ns] / instance area, um^2
after global routing: 60.79 / 3.510 / 1163 / 7.183 / 7393
final: 60.79 / 3.798 / 1163 / 7.133 / 7393
after floorplan: - / 5.717 / 940 / 6.138 / 6331
after CTS: 60.79 / 3.847 / 1163 / 7.127 / 7393
after global placement: 60.79 / 3.897 / 1163 / 7.111 / 7393
after detailed placement: 60.79 / 3.854 / 1163 / 7.126 / 7393
No activity file was given, so power comes from the tool's default toggle rates.
